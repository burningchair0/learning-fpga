==> design/flow/design.v <==
module ir_decoder (
	input wire clk,
	input wire rst,
	input wire enable,
	input wire ir_input,
	output wire ready,
	output wire [31:0] command, 
	output wire [3:0] test
);
	localparam T0_MIN = 12800 - 128;
	localparam T0_MAX = 12800 + 128;
	localparam T1_MIN = 40925 - 128;
	localparam T1_MAX = 40925 + 128;
	localparam START_MIN = 122500 - 128;
	localparam START_MAX = 122500 + 128;
	localparam T1_TOP = 1750000;
	reg ir_input_last;
	wire strobe_front;
	wire strobe_back;
	reg [23:0] t1; 
	reg [5:0] bit_count;
	reg [31:0] cmd;
	reg test_start;
	assign ready = t1 == T1_TOP;
	assign strobe_front = (ir_input_last != ir_input) & ir_input;
	assign strobe_back = (ir_input_last != ir_input) & ~ir_input;
	assign command[31:0] = cmd[31:0];
	assign test[0] = strobe_front;
	assign test[1] = strobe_back;
	assign test[2] = test_start;
	assign test[3] = 0; 
	always_ff @(posedge clk or posedge rst)
	begin
		if(rst) begin
			ir_input_last <= '0;
			t1 <= '0;
			bit_count <= '0;
			test_start <= '0;
		end else begin
			if(enable)
			begin
				ir_input_last <= ir_input;
				if(t1 != T1_TOP)
					t1 <= t1 + '1;
				if(strobe_front)
					t1 <= '0;
				if(strobe_back)
				begin
					if(t1 > START_MIN && t1 < START_MAX)
					begin
						bit_count <= '0;
						test_start <= '1;
					end
					if(t1 > T0_MIN && t1 < T0_MAX)
					begin
						cmd[bit_count] <= '0;
						bit_count <= bit_count + '1;
					end
					if(t1 > T1_MIN && t1 < T1_MAX)
					begin
						cmd[bit_count] <= '1;
						bit_count <= bit_count + '1;
					end
				end
			end
		end
	end
endmodule
==> design/flow/run.sh <==
#!/bin/bash
# OpenROAD 26Q1-2900-gdf79404cd8, Yosys 0.63+post, stock flow scripts
make -C /OpenROAD-flow-scripts/flow DESIGN_CONFIG=/design/flow/config.mk WORK_HOME=/design/flow/orfs finish
==> design/flow/config.mk <==
export PLATFORM = sky130hd
export DESIGN_NAME = ir_decoder
export DESIGN_NICKNAME = ir_decoder
export VERILOG_FILES = /design/flow/design.v
export SDC_FILE = /design/flow/constraint.sdc
export NUM_CORES = 4
export LEC_CHECK = 1
export CORE_UTILIZATION = 30
==> design/flow/constraint.sdc <==
current_design ir_decoder

set clk_period 3.1
set clk_io_pct 0.2

create_clock -name clk0 -period $clk_period [get_ports {clk}]

set non_clock_inputs [all_inputs -no_clocks]
set_input_delay [expr $clk_period * $clk_io_pct] -clock clk0 $non_clock_inputs
set_output_delay [expr $clk_period * $clk_io_pct] -clock clk0 [all_outputs]
==> flow_summary.json <==
{
  "rows": 40,
  "synth_area_per_cell_um2": 9.515,
  "grt_pass1_wl_mm": 14.27,
  "die_h_um": 112.8,
  "power_mw": 3.056,
  "postCtsSetupBuffers": 0,
  "synth_area_um2": 3682,
  "worstSkewPairLatency_ns": 0.33,
  "path_clk_slew_ns": 0.05,
  "rsz0062_at_grt": "false",
  "grt_pass1_vias": 2856,
  "io_buffers": 39,
  "run_status": "completed",
  "yosysSeqAreaShare_pct": 47.84,
  "clockBufferDepth": 2,
  "critPathKind": "reg2out",
  "cp-end-kind": "output pin",
  "drt-total-wl_mm": 8.301,
  "max_slew_margin_pct": 58.21,
  "vias": 2971,
  "crit_required_ns": 2.48,
  "setup-tns-final_ns": 0,
  "r2r-start": "t1[9]",
  "leakage_nw": 1.559,
  "drcViolationCount": 0,
  "wire_per_inst_um": 14.44,
  "regToRegSetupSlack_ns": 0.29,
  "viasPerCell": 5.167,
  "die.size.x_um": 112.8,
  "n_antenna_cell": 0,
  "synth_flops": 64,
  "synth.distinct_cells": 54,
  "clkSinkCount": 64,
  "crit_start": "t1[22]",
  "fin_crit_sh_pct": 93.75,
  "worst_slew_pin_slew_ns": 0.6257,
  "fin_crit_ns": 2.906,
  "ys_warn_count": 1,
  "grt_max_degree": 33,
  "r2r-end": "cmd[31]",
  "chip_area_um2": 12720,
  "powerDensity_nw_per_um2": 678.2,
  "r2r.worst_path.cells": 6,
  "track_usage_pct": 14.15,
  "area.growth.synth_to_final_pct": 22.36,
  "clock_tree.root_cell": "clkbuf_16",
  "flop_cell": "edfxtp_1",
  "cts-buffers-inserted": 9,
  "yosysChipArea_um2": 3682,
  "initial_utilization_pct": 30.66,
  "antenna_found_initial": 0,
  "startpoint_type": "register",
  "cts_tree": "built",
  "crit_fanout": 5,
  "max_cap_violations": 0,
  "place_congestion": 0.9109,
  "hold_buffers": 0,
  "coreArea_um2": 12010,
  "final-max-slew-violation-count": 0,
  "clock_skew_ns": 0.003265,
  "ios": 41,
  "place_hpwl_mm": 5.883,
  "hold_violations": 0,
  "setup_viol": 0,
  "firstDrtPassIters": 4,
  "drt_iter0_drc": 207,
  "ys_async_sr_fraction_pct": 50.00,
  "peakVddDrop_mv": 0.3910,
  "ant_nets": 0,
  "endpoint": "ready",
  "warning_count": 30,
  "htree_levels": 3,
  "cp.arrival_ns": 2.29,
  "hold_class": "reg2reg",
  "edf_count": 32,
  "syn-instance-count": 387,
  "gr-total-overflow": 0,
  "drive_above_1_share_pct": 8.879,
  "ys_cells": 387,
  "post_cts_resized": 0,
  "max_freq_mhz": 344.1
}
[cells in the final DEF (no fill, tap or decap), drive strengths merged, types with 8 or more instances in the layout]
cell type / n
o21ai: 75
clkdlybuf4s50: 39
nand2: 34
dfrtp: 32
edfxtp: 32
nor2: 31
nor3: 15
xnor2: 14
inv: 10
a21oi: 9
clkbuf: 9
buf: 9
nor2b: 8
or3: 8
nor4: 8
[layer usage]
layer | global-route usage, % | wire length, um
met5 | 0 | 0
met4 | 2.222 | 95
met3 | 3.384 | 452
met2 | 22.67 | 3793
met1 | 20.44 | 3959
[report_power, final]
group          switching, mW  internal [mW]
clock network          0.374          0.621
registers              0.199           1.02
logic                  0.476          0.365
[how the worst min path moves through the flow]
stage,slack (ns),from,to,cells after the start
finish,0.47,test_start,test_start,1
CTS,0.48,test_start,test_start,1
global route,0.49,test_start,test_start,1
[critical path, stage by stage, from the launching register on]
cell and delay (ns):
dfrtp_1 0.40, or2_2 0.34, nor4_1 0.36, and3_1 0.34
clkdlybuf4s50_1 0.51
[synthesized netlist by cell type, types with 3 or more instances]
master / count / area (um^2)
a21oi_1: 9 / 45.04
or2_2: 3 / 18.77
or3_1: 7 / 43.79
xor2_1: 6 / 52.55
nand4b_1: 3 / 26.28
clkbuf_1: 14 / 52.55
nor2_1: 31 / 116.4
nand4_1: 6 / 37.54
ha_1: 7 / 87.58
dfrtp_1: 32 / 800.8
buf_4: 4 / 30.03
nor2b_1: 8 / 50.05
edfxtp_1: 32 / 960.9
nand2_1: 34 / 127.6
o21ai_0: 74 / 370.4
nand3b_1: 3 / 22.52
and2_1: 3 / 18.77
or4_1: 3 / 22.52
and3_1: 5 / 31.28
mux2i_1: 3 / 30.03
nand3_1: 7 / 35.03
inv_1: 9 / 33.78
nor4_1: 7 / 43.79
nor3b_1: 4 / 30.03
xnor2_1: 14 / 122.6
nor3_1: 14 / 70.07
o31ai_1: 3 / 22.52
o2bb2ai_1: 4 / 35.03
nand2b_1: 4 / 25.02
[cell families (layout without fill, tap and decap cells)]
logic type               Yosys count  after routing  share of synthesized area (%)
buffers and inverters             32             73                          4.111
AND/OR/NAND/NOR                  157            157                          23.92
flip-flops                        64             64                          47.84
multiplexers                       5              5                          1.427
other                              1              1                         0.1018
XOR/XNOR                          20             20                          4.757
adder cells (fa/ha/maj)            7              7                          2.378
AND-OR/OR-AND                    101            101                          15.46
[per-stage QoR]
step	setup slack, ns	area [um^2]	hold WS [ns]	cells	utilization, %
after floorplan	0.3203	3682	0.4359	387	-
after global placement	0.4216	4209	0.4546	559	35.04
after detailed placement	0.3639	4209	0.4615	559	35.04
after CTS	0.1597	4506	0.4775	575	37.51
after global routing	0.01335	4506	0.4894	575	37.51
final	0.1937	4506	0.4698	575	37.51
[sequential cells by signal, summed over array words and instances, names as in the netlist]
name           flops
cmd               32
ir_input_last      1
test_start         1
bit_count          6
t1                24
[layout make-up]
cell class	count	area [um^2]
clock inverters	7	71.32
multi-input cells	291	1772
repair buffers	48	457.9
fillers	1194	7506
clock buffers	9	225.2
well taps	147	183.9
flip-flops and latches	64	1762
inverters	9	33.78
