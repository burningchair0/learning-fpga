$ cat design/flow/design.v
module servo_pdm
# (
        parameter  clk_hz   = 25000000,									 
) ( 
        input  wire       rst,										 
        input  wire       clk,										 
        input  wire       en,										 
        input  wire [7:0]  duty,									 
        output wire       pdm_done									 
);
	wire [15:0] pdm_width;										 
	reg [15:0] pdmw_counter;									 
	localparam zero_dur = clk_hz / 1000 * 20;							 
	localparam div_counter_w = $clog2(zero_dur);
	reg [div_counter_w-1:0] div_counter;								 
	reg pdm_done_reg;
	assign pdm_done = pdm_done_reg;
	assign pdm_width = (duty << 6) + 'd27500;							 
	always @(posedge rst or posedge clk) begin							 
		if (rst) begin
			div_counter <= 'd0;
			pdmw_counter <= 'd0;
			pdm_done_reg <= 'b0;
		end else if (en) begin
			if(pdm_done_reg == 'b1) begin
				if (pdmw_counter != pdm_width) begin					 
					pdmw_counter <= pdmw_counter + 'd1;
				end else begin			
					pdm_done_reg <= 'b0;						 
					div_counter <= 'd0;						 
				end
			end else begin
				div_counter <= div_counter + 'd1;					 
				if (div_counter == zero_dur) begin		
					pdm_done_reg <= 'b1;
					pdmw_counter <= 'd0;
				end
			end
		end
	end
endmodule
module top (					 
	input wire clk25,
	input wire [1:0] key,
	output wire [3:0] led
);
	servo_pdm # (				 
		.clk_hz(25000000)
	) servo_inst (
		.clk(clk25),
		.en(key[0]),
		.rst(key[1]),
		.duty(8'd0),			 
		.pdm_done(led [0])		 
	);
endmodule
$ cat design/flow/run.sh
#!/bin/bash
# OpenROAD 26Q1-2900-gdf79404cd8, Yosys 0.63+post, stock flow scripts
make -C /OpenROAD-flow-scripts/flow DESIGN_CONFIG=/design/flow/config.mk WORK_HOME=/design/flow/orfs finish
$ cat design/flow/config.mk
export PLATFORM = sky130hd
export DESIGN_NAME = top
export DESIGN_NICKNAME = top
export VERILOG_FILES = /design/flow/design.v
export SDC_FILE = /design/flow/constraint.sdc
export NUM_CORES = 4
export LEC_CHECK = 1
export CORE_AREA = 10 10 114 114
export DIE_AREA = 0 0 124 124
$ cat design/flow/constraint.sdc
current_design top

set clk_period 3.1
set clk_io_pct 0.2

create_clock -name clk0 -period $clk_period [get_ports {clk25}]

set non_clock_inputs [all_inputs -no_clocks]
set_input_delay [expr $clk_period * $clk_io_pct] -clock clk0 $non_clock_inputs
set_output_delay [expr $clk_period * $clk_io_pct] -clock clk0 [all_outputs]
==> reports/results.tsv <==
stage	metric	value	unit
run_status	status	finished clean	
final_timing	Setup TNS	0	ps
yosys	most area-hungry cell type in the Yosys netlist	dfrtp_1	
yosys	Cell area leaders	dfrtp_1 41%, nand3_1 6.6%, o21ai_0 4.1%, nand2_1 3.1%, o211ai_1 2.4%	
cts	Clock Path Buffers	2	
yosys	adder-cell share of the synthesized area	2.27	%
place	I/O Buffers	3	
final_timing	RSZ-0062 raised after global routing	false	
place	gp weighted congestion	0.820	
layout	fillcell total	1109	
yosys	ys flops	36	
worst_setup_path	FF-to-FF Start	servo_inst.pdmw_counter[0]	
final_timing	fin crit period	2380	ps
worst_setup_path	Critical Path End	servo_inst.div_counter[8]	
final_timing	fmax	421	MHz
cts	clock slew at reported path FFs	70	ps
worst_setup_path	FF-to-FF path depth	7	
yosys	Post-synth EDFFs	0	
floorplanning	core area	0.0104	sq mm
floorplanning	Rows	37	
pwr	P_leak	0.000918	uW
job	Max-Cap Viols	0	
yosys	Synth Flop Type	dfrtp_1	
floorplanning	die x size	124	um
yosys	Post-Syn Instances	248	
grt	grt total ovfl	0	
floorplanning	IO Count	7	
final_timing	fin. max-slew vios	0	
routing	final WL	4900	um
routing	drt via density	4.97	
yosys	synthesized area	0.00220	sq mm
layout	Top cells excl fill/tap	36 x dfrtp_1, 29 x nand3_1, 18 x o21ai_0, 18 x nand2_1, 11 x inv_1	
grt	initial antenna violation count	0	
floorplanning	total die size	0.0154	sq mm
grt	first-pass GRT wire length	8250	um
yosys	Synth Area in Simple Gates	27.5	%
layout	layout cells sized above 1	7.23	%
routing	TritonRoute pass-1 iters	5	
yosys	Synth Seq Share	40.9	%
yosys	Chip Area, Yosys	0.00220	sq mm
pwr	pwr dens	583	mW/mm^2
final_timing	Worst Tran Pin Value	746	ps
routing	total number of vias	1913	
worst_setup_path	Setup crit end kind	flip-flop	
grt	pin count of the biggest net entering global routing	37	
floorplanning	die y size	124	um
yosys	Post-synth ARST share	100	%
final_timing	Final Hold Viols	0	
routing	DRT antenna net count	0	
cts	CTS buffer count	5	
cts	clock root buffer	clkbuf_8	
hold_path	worst hold path class	flip-flop to flip-flop	
cts	CTS tree	yes	
yosys	Area leader share	40.9	%
worst_setup_path	startpoint types	flip-flop	
yosys	Synth cell types	49	
routing	WL per Instance	12.7	um
worst_setup_path	Worst EP arrival	2590	ps
grt	vias in the first global route	1721	
worst_setup_path	r2r endpoint	servo_inst.div_counter[8]	
yosys	Main logic family	simple AND/OR/NAND/NOR gates	
cts	Setup Fix Bufs, Post-CTS	0	
job	tool warnings	27	
worst_setup_path	Worst R2R Setup Slack	720	ps
layout	Top cell excl fill/tap	dfrtp_1	
yosys	aoi/oai-family share of the synthesized area	21.3	%
cts	htree depth	2	
yosys	post-synthesis cell count from yosys	248	
worst_setup_path	CP Class	flip-flop to flip-flop	
routing	Starting DRT DRC Count	130	
routing	DRC	0	
place	DPL Wire Length	3300	um
cts	post-CTS sizing	0	
yosys	synth warn	4	
final_timing	final setup fails	0	
final_timing	clk_skew	3.47	ps
layout	max reg flops	19	
yosys	Syn Area/Cell	8.88	sq um
yosys	xor/xnor share	0.795	%
final_timing	period utilization	76.7	%
routing	ant diodes	0	
cts	clk ins delay skew pair	290	ps
worst_setup_path	worst endpoint required time	3310	ps
yosys	Post-synth mux share	0.454	%
layout	area added between synthesis and finish	10.8	%
cts	Clock Sinks	36	
final_timing	Max transition margin	50.3	%
grt	total track usage	6.36	%
worst_setup_path	critical path startpoint	servo_inst.pdmw_counter[0]	
layout	final core area utilization	23.4	%
floorplanning	FP Util	21.2	%
pwr	Max VDD drop	0.239	mV
cts	CTS Hold Bufs	0	
worst_setup_path	Crit Path Max Fanout	22	
-- power by group --
part | internal [uW] | total [uW] | switching (uW)
Sequential | 571 | 739 | 168
Combinational | 157 | 335 | 177
Clock | 181 | 350 | 168
-- worst min path at each step --
stage | from | end | slack, ps | cells after the start
CTS | servo_inst.div_counter[18] | servo_inst.div_counter[18] | 490 | 1
global route | servo_inst.div_counter[18] | servo_inst.div_counter[18] | 530 | 1
finish | servo_inst.div_counter[18] | servo_inst.div_counter[18] | 500 | 1
-- synthesized netlist by cell type (2+ instances only) --
cell        n
a2111oi_0   2
a21oi_1     9
a22oi_1     2
a31oi_1     3
and3_1      8
buf_2       3
buf_4       5
buf_6       2
clkbuf_1    8
dfrtp_1    36
ha_1        4
inv_1      11
nand2_1    18
nand2b_1    3
nand3_1    29
nand3b_1    4
nand4_1     6
nand4bb_1   3
nor2_1      8
nor3_1      4
nor4_1      2
o211ai_1    7
o21ai_0    18
o21ai_1     3
o221ai_1    3
o2bb2ai_1   3
o311ai_1    2
o31ai_1     7
o41ai_1     2
or2_2       3
or3_1       7
or4_1       5
xor2_1      2
-- metal layers --
layer / GRT usage [%] / share of wire, % / vias to the layer above
li1: - / - / 935
met1: 9.40 / 50 / 929
met2: 9.70 / 43 / 44
met3: 1.24 / 4.7 / 5
met4: 0.863 / 1.8 / 0
met5: 0 / 0 / -
-- final cells by class --
cell class / instances / area [sq um] / area share [%]
inverters: 11 / 41.3 / 1.69
repair buffers: 9 / 75.1 / 3.08
multi-input cells: 185 / 1160 / 47.7
flip-flops and latches: 36 / 901 / 36.9
well taps: 136 / 170 / 6.97
clock buffers: 8 / 90.1 / 3.69
-- logic make-up after synthesis --
logic type,after synthesis
adder cells (fa/ha/maj),4
other,1
AND/OR/NAND/NOR,105
XOR/XNOR,2
buffers and inverters,29
multiplexers,1
AND-OR/OR-AND,70
flip-flops,36
-- through the flow --
stage                     total power, uW  area [sq um]  cells  worst slack [ps]  hold slack [ps]
after floorplan                       989          2210    250              1050              450
after global placement               1070          2350    377               607              471
after detailed placement             1080          2350    377               556              485
after CTS                            1440          2440    385               731              492
after global routing                 1520          2440    385               573              527
final                                1420          2440    385               723              497
-- critical path, stage by stage, from the launching register on --
cell and delay, ps:
dfrtp_1 430, inv_1 80, ha_1 170, or4b_4 470
nor4_4 280, o21ai_2 300, or3_1 430, a21oi_1 150
No activity file was given, so power comes from the tool's default toggle rates.
