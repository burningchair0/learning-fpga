--- ./design.v ---
module motor_drv
# (
	parameter clk_hz = 25000000,					 
	parameter pwm_hz = 250
) (
	input logic clk,
	input logic enable,
	input logic rst,
	input logic direction,
	input logic [7:0] duty_cycle,
	output logic pwm_outA,
	output logic pwm_outB
);
	localparam integer CLK_DIV = clk_hz / (256 *  pwm_hz);			 
	logic [$clog2(CLK_DIV)-1:0] clock_counter = 0;			 
	logic [7:0] pwm_counter = 0;
	always_ff @(posedge clk or posedge rst) begin
		if (rst) begin
			clock_counter  <= 0;
			pwm_counter <= 0;
		end else if (enable) begin
			clock_counter <= clock_counter + 1;
			if (clock_counter == CLK_DIV - 1) begin		 
				clock_counter <= 0;
				pwm_counter <= pwm_counter + 1;		 
			end
		end
	end
	logic pwm;							
	assign pwm = (pwm_counter < duty_cycle);			 
	assign pwm_outA = direction ? pwm : 0;				 
	assign pwm_outB = direction ? 0 : pwm;
endmodule
--- ./constraint.sdc ---
current_design motor_drv

set clk_period 3.3
set clk_io_pct 0.2

create_clock -name clk0 -period $clk_period [get_ports {clk}]

set non_clock_inputs [all_inputs -no_clocks]
set_input_delay [expr $clk_period * $clk_io_pct] -clock clk0 $non_clock_inputs
set_output_delay [expr $clk_period * $clk_io_pct] -clock clk0 [all_outputs]
--- ./config.mk ---
export PLATFORM = sky130hd
export DESIGN_NAME = motor_drv
export DESIGN_NICKNAME = motor_drv
export VERILOG_FILES = /design/flow/design.v
export SDC_FILE = /design/flow/constraint.sdc
export NUM_CORES = 4
export LEC_CHECK = 1
export CORE_AREA = 10 10 91 91
export DIE_AREA = 0 0 101 101
--- ./run.sh ---
#!/bin/bash
# OpenROAD 26Q1-2900-gdf79404cd8, Yosys 0.63+post, stock flow scripts
make -C /OpenROAD-flow-scripts/flow DESIGN_CONFIG=/design/flow/config.mk WORK_HOME=/design/flow/orfs finish
==> flow_summary.ini <==
; generated from flow reports
[detailed_routing]
vias_per_cell = 4.05
diodes = 0
drt_iter0_markers = 40
vias = 814
antenna_left = 0
wl_per_cell_um = 10.0
routed_wl_mm = 2.01
dr.pass1.iters = 4
drc = 0

[grt]
grt_overflow = 0
antenna_found_initial = 0
grt_max_degree = 18
grt_pass1_wl_mm = 3.42
grt_pass1_vias = 753
grt_use_total = 0.0399

[setup_path]
reg2reg_depth = 5
startpoint = duty_cycle[1]
cp_data_required_time_ns = 2.64
worstSetupStartpointType = primary input
crit_path_end = pwm_outB
r2r-start = clock_counter[1]
critPathKind = in -> out
cp.arrival_ns = 2.43
crit_path_max_fanout = 2
cp-end-kind = primary output
worstReg2RegEnd = pwm_counter[1]
reg2reg_setup_slack_ns = 1.64

[clock_tree]
cts_sinks = 17
cts_resized = 0
cts_buffer_depth = 2
hold_buffers = 0
cts.reportedPaths.clkPinSlew_ns = 0.06
clock_latency_ns = 0.25
postCtsSetupRepairBufs = 0
htreeDepth = 1
cts_tree = done
cts_buffers = 3
root_buffer = clkbuf_8

[logic_synthesis]
synthCells = 110
ys_seq_share = 0.392
ys_area_um2 = 1090
netlist_area_um2 = 1090
yosysUniqueCellTypes = 31
ys_ff = 17
yosys_warnings = 1
yosys_cells = 110
synth_area_per_cell_um2 = 9.87

[run_status]
status = complete, no violations

[hold_path]
hold_class = reg -> reg

[pwr]
leakagePower_uw = 0.000615
ir_drop_mv = 0.189
cellPowerDensity_nw_per_um2 = 409

[sta]
finalHoldViolations = 0
post-route-min-period_ns = 3.09
worstMarginPinSlew_ns = 0.644
fin_hold_ws_ns = 0.476
rsz0062_at_grt = false
slew_violations = 0
finalClockPeriodUsage = 0.936
tns_ns = 0
clock.fmax_mhz = 324
skew_ns = 0.00144
fin_ws_ns = 0.212
setup_violations = 0
relSlewSlack = 0.570

[die]
top_level_ports = 14
die_width_um = 101
fp_util = 0.171
dieHeight_um = 101
coreArea_um2 = 6350
chipArea_um2 = 10200
rows = 29

[layout]
ff_latch_area_um2 = 425
area.growth.synth_to_final_pct = 22.6
fillCellCount = 670
drive_gt1_frac = 0.0726
fin_area_um2 = 1330
logic_area_um2 = 592

[job]
max-cap-violations = 0
tool_warnings = 26

[place]
numPortBuffers = 13
place.gp.congestion = 0.800
dpl_cell_area_um2 = 1280
place_ws_ns = 0.202
place_hpwl_mm = 1.51
[synth_stat cells]
master	n	area share
dfrtp_1	17	0.39
inv_1	11	0.038
ha_1	10	0.12
nand4_1	9	0.052
o21ai_0	8	0.037
xnor2_1	8	0.065
and3_1	5	0.029
nand2_1	5	0.017
nand2b_1	4	0.023
a21oi_1	3	0.014
and4_1	3	0.024
a31oi_1	2	0.012
and4bb_1	2	0.023
buf_6	2	0.021
nor2_1	2	0.0069
nor2b_1	2	0.012
or3_1	2	0.012
xor2_1	2	0.016
and2_2	1	0.0069
and3_4	1	0.010
buf_2	1	0.0046
mux2_2	1	0.010
mux2_4	1	0.014
nand3_1	1	0.0046
nor3_1	1	0.0046
nor4_1	1	0.0058
o21bai_1	1	0.0069
o22ai_1	1	0.0058
o31ai_1	1	0.0069
or2_2	1	0.0058
or4_1	1	0.0069
[sequential cells by signal, indices dropped and copies added (netlist names)]
register       flops
pwm_counter        8
clock_counter      9
[report_power, final]
part,internal [µW],switching [µW],total (µW)
clock,83.6,69.2,153
combinational,58.0,52.5,110
sequential,241,41.0,282
total,382,163,545
[kinds of logic (layout without fill, tap and decap cells)]
group	Yosys count	after routing	share of synthesized area
AOI/OAI and AO/OA	16	16	0.0818
xor gates and xnor gates	10	10	0.0807
adders and majority gates	10	10	0.115
buffers and inverters	14	28	0.0634
DFF	17	17	0.392
muxes	2	2	0.0242
and+or+nand+nor	41	41	0.243
[through the flow]
stage / total power (µW) / utilization / cells
detailed placement: 394 / 0.202 / 197
floorplan: 363 / - / 110
CTS: 552 / 0.210 / 201
finish: 545 / 0.210 / 201
global route: 583 / 0.210 / 201
global placement: 394 / 0.202 / 197
[worst max-delay path: stages]
cell	delay (ns)
clkdlybuf4s50_1	0.46
inv_1	0.04
ha_1	0.19
nor4_1	0.25
o21ai_0	0.15
a31oi_1	0.19
clkdlybuf4s50_1	0.49
[placed cells by master (no fill, tap or decap), drive strengths merged]
cell type,instances
nor4,1
mux2,2
dfrtp,17
inv,11
o22ai,1
clkinv,1
clkbuf,3
ha,10
nand4,9
a21oi,3
xnor2,8
nand3,1
and2,1
a31oi,2
nor3,1
nand2,5
nor2b,2
and4bb,2
o31ai,1
and3,6
or4,1
clkdlybuf4s50,13
o21bai,1
or3,2
xor2,2
or2,1
o21ai,8
nor2,2
and4,3
nand2b,4
[area by class of cell]
type / instances / share of cell area
clock buffer: 3 / 0.0310
sequential: 17 / 0.320
tap: 77 / 0.0724
multi-input combinational: 79 / 0.445
inverter: 11 / 0.0310
timing repair buffer: 13 / 0.0977
clock inverter: 1 / 0.00376
[layer usage]
layer,vias up,share of wire,GRT usage
met1,374,0.50,0.0571
li1,421,-,-
met2,19,0.40,0.0545
met4,0,0,0.00107
met3,0,0.11,0.0215
met5,-,0,0
[worst min-delay path by stage]
| stage | cells after the start | to | startpoint | slack (ns) |
|---|---|---|---|---|
| after CTS | 1 | pwm_counter[7] | pwm_counter[7] | 0.48 |
| final | 1 | pwm_counter[7] | pwm_counter[7] | 0.48 |
| after global routing | 1 | pwm_counter[7] | pwm_counter[7] | 0.50 |
Power figures rest on the tool's default switching activity, not on a simulated workload.
